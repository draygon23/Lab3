===== ./design.v =====
`timescale 1ns / 1ps
module SevenSegment(
        input [31:0] VALUE,
        input CLK,
        output reg [7:0] AN,
        output reg [7:0] CA
    );
    reg [24:0] clkCounter;
    reg SLWCLK;
    reg [5:0] counter;
    reg [3:0] val [8:0];
    initial begin 
        clkCounter = 0;
        SLWCLK = 0;
        counter = 0;
    end
    always@(posedge CLK)
        begin
        if(clkCounter == 24'hFFFF) begin
            SLWCLK <= ~SLWCLK;
            clkCounter <= 0;
            end
        else begin
            clkCounter <= clkCounter + 1;
            end
        end
    always@(posedge SLWCLK) begin
        val[7] = VALUE[3:0];
        val[6] = VALUE[7:4];
        val[5] = VALUE[11:8];
        val[4] = VALUE[15:12];
        val[3] = VALUE[19:16];
        val[2] = VALUE[23:20];
        val[1] = VALUE[27:24];
        val[0] = VALUE[31:28];
        if(counter == 7) begin
            counter <= 0;
            end
        else begin
            counter <= counter + 1;
            end
        case(val[counter])
         0:  CA <= ~8'h3F;
         1:  CA <= ~8'h06;
         2:  CA <= ~8'h5b;
         3:  CA <= ~8'h4F;
         4:  CA <= ~8'h66;
         5:  CA <= ~8'h6D;
         6:  CA <= ~8'h7D;
         7:  CA <= ~8'h07;
         8:  CA <= ~8'h7F;
         9:  CA <= ~8'h67;
         10: CA <= ~8'h77;
         11: CA <= ~8'h7C;
         12: CA <= ~8'h39;
         13: CA <= ~8'h5E;
         14: CA <= ~8'h79;
         15: CA <= ~8'h71;
        endcase
        case(counter)
        0   : AN <= ~8'h80;
        1   : AN <= ~8'h40;
        2   : AN <= ~8'h20;
        3   : AN <= ~8'h10;
        4   : AN <= ~8'h08;
        5   : AN <= ~8'h04;
        6   : AN <= ~8'h02;
        7   : AN <= ~8'h01;
        endcase 
        end
endmodule
`timescale 1ns / 1ps
module ValueLoader(
    input loadLeft,
    input loadRight,
    input [15:0] SW,
    input countdown,
    input CLK,
    output [7:0] AN,
    output [7:0] CA,
    output reg countdownComplete
    );
    reg[31:0] Value;
    SevenSegment SevenSegment (.VALUE(Value), .CLK(CLK), .AN(AN), .CA(CA));
    initial begin
        Value = 32'h00000000;
    end
    always@(posedge CLK) begin
        if(Value==0)
            begin
            countdownComplete<=1;
            end
        else
            begin
            countdownComplete<=0;
            end
        if(loadLeft) begin
            Value[31:16] <= SW[15:0];
            end
        else if(loadRight) begin
            Value[15:0] <= SW[15:0];
            end
        else if(countdown) begin
            if(Value == 0) begin
                Value <= 0;
                end
            else begin
                Value <= Value - 1;
                end
            end
        end
endmodule

===== ./run.sh =====
#!/bin/bash
# OpenROAD 26Q1-2900-gdf79404cd8, Yosys 0.63+post, stock flow scripts
make -C /OpenROAD-flow-scripts/flow DESIGN_CONFIG=/design/flow/config.mk WORK_HOME=/design/flow/orfs finish

===== ./config.mk =====
export PLATFORM = sky130hd
export DESIGN_NAME = ValueLoader
export DESIGN_NICKNAME = ValueLoader
export VERILOG_FILES = /design/flow/design.v
export SDC_FILE = /design/flow/constraint.sdc
export NUM_CORES = 4
export LEC_CHECK = 1
export CORE_UTILIZATION = 40

===== ./constraint.sdc =====
current_design ValueLoader

set clk_period 7.5
set clk_io_pct 0.2

create_clock -name clk0 -period $clk_period [get_ports {CLK}]

set non_clock_inputs [all_inputs -no_clocks]
set_input_delay [expr $clk_period * $clk_io_pct] -clock clk0 $non_clock_inputs
set_output_delay [expr $clk_period * $clk_io_pct] -clock clk0 [all_outputs]

==> notes.md <==
From the run reports.

- The run finished with clean final reports.
- The slew of the pin with the lowest slew margin is ~940 ps.
- Setup repair after global routing left no endpoint under its margin.
- The worst path required time reads 7600 ps.
- The setup fix buffers added after clock tree synthesis is 0.
- The buffer depth of the longest clock path reads 2.
- 0 antenna diodes ended up in the layout.
- The mapped cell area is around 4300 sq um.
- STA classifies the critical path endpoint as a flop.
- The count of routing violations after the opening detailed-route iteration reads 269.
- By area the synthesized netlist is led by sky130_fd_sc_hd__edfxtp_1, sky130_fd_sc_hd__dfxtp_1, sky130_fd_sc_hd__xnor2_1.
- The final timing report lists a hold violation count of 0.
- TritonCTS built the clock tree.
- The clock tree skew after final layout is 9.14 ps.
- The tree is rooted in a sky130_fd_sc_hd__clkbuf_8.
- The standard cell core area is 10400 sq um.
- The setup slack of the most critical reg-to-reg path is between 4000 and 5000 ps.
- The number of library cell types mapped by synthesis reads approximately 54.
- In the synthesized netlist the async set-or-reset flop fraction comes to 0.
- The largest stage delay on the critical path reads approximately 700 ps.
- The total power divided by cell area is 147 nW/um^2.
- The die is 106 um tall.
- The chip width reads roughly 110 um.
- The level count of the clock H-tree reads 3.
- Headroom to the max-slew limit came out at 0.371.
- In the final layout, the share of cells above drive strength 1 is 0.0668.
- The post-synth register bit count is around 80.
- The share of synthesized area occupied by flip-flops and latches reads 0.468.
- The global route stage reports its total congestion overflow as 0.
- The pin count of the biggest net entering global routing reads 35.
- The post-layout period usage of the worst path is 0.385.
- Per the detail_route report, DRC violations left total 0.
- The total power of the final layout is slightly above 700 uW.
- The total I/O pin count is 37.
- between 40 and 50 endpoints have no timing constraint.
- The post-synthesis cell count reads between 400 and 500.
- The count of vias placed by the detailed router reads between 3000 and 4000.
- The static leakage is approximately 1.8 nW.
- Ranked by instance count, the synthesized netlist is headed by sky130_fd_sc_hd__nand2_1, sky130_fd_sc_hd__edfxtp_1, sky130_fd_sc_hd__dfxtp_1, sky130_fd_sc_hd__nor2_1, sky130_fd_sc_hd__xnor2_1.
- The stage logs contain a warning count of 32.
- The cell taking the most area after synthesis reads sky130_fd_sc_hd__edfxtp_1.
- The post-detailed-route wirelength per cell reads between 10 and 15 um.
- The number of synthesized flops with an enable pin reads slightly above 40.
- For reference, the final report shows the max-slew violation count at 0.
- The number of antenna violations at the first check in global routing is 0.
- The later pin in the worst-skew pair is clocked with a latency of 340 ps.
- The largest vdd supply drop reads between 0.1 and 0.15 mV.
- The number of buffers inserted by port buffering reads 35.
- Per the timing report, the most critical flop-to-flop path originates at Value[9]$_DFFE_PP_.
- The peak clock frequency supported by timing reads ~350 MHz.
- The warning count from the yosys run reads 7.
- The total global routing track utilization is 0.173.
- The count of hold-fix buffers inserted at cts is 0.
- The chip area is between 10000 and 15000 sq um.
- The final routed wirelength across all metal layers is 8980 um.
- Data arrives at the worst endpoint at approximately 3000 ps.
- The origin of the worst setup path is Value[9]$_DFFE_PP_.
- Once layout is complete, the utilization of the core stands at 0.476.
- The most used flip-flop cell after synthesis is sky130_fd_sc_hd__edfxtp_1.
- The critical path class is flop to flop.
- The number of cells upsized or downsized after cts reads 0.
- The beginning of the worst hold path is SevenSegment.clkCounter[0]$_SDFF_PN0_.
- TritonCTS created 9 clock buffers.
- Checking hold timing, the worst path is listed with class flop to flop.
- The cell sequence reported for the critical path is or3_4 -> or3_1 -> or4_4 -> nor2_8 -> a211oi_1 -> a21o_1.
- The floorplan has 37 rows.
- The library cell contributing the largest single delay on the critical path is sky130_fd_sc_hd__or4_4.
- The nature of the critical path startpoint is a flop.
- The clock transition at the register clock pins on the worst setup and hold paths after CTS is 70 ps.
- The share of the synthesized area in the top cell type is 0.287.
- The number of global-route vias before repair is 2885.
- Summed over all nets, the half-perimeter wirelength after detailed placement is 6630 um.
- The worst path in the final design needs a cycle of about 2900 ps, including I/O delays and setup.
- The library cell with the highest instance count after synthesis reads sky130_fd_sc_hd__nand2_1.
- The chip area line of the yosys report reads roughly 4300 sq um.
- The final-report setup violation count is 0.
- Relative to the synthesized area, the layout overhead comes to 14.9%.
- The final total negative setup slack is 0 ps.
- The global-route wire length before repair reads roughly 15000 um.
- Across the run, the number of max-cap violations was 0.
- The number of cells reported by Yosys stat comes to 447.
- Per the post-route antenna check, the number of violating nets is 0.
- The count of unclocked register or latch pins is 21.
- The routability congestion estimate is a little over 0.9.
- The initial standard-cell utilization of the core reads 0.414.
- The first detailed-routing pass ran for 4 iterations.
- Using the TritonRoute via totals, the vias-per-cell ratio works out to 5.34.
- The maximum fanout count along the critical path reads 19.
- The average instance area after synthesis is around 9.6 sq um.
-- layout make-up --
type / count / area (sq um)
well taps: 136 / 170
clock buffers: 13 / 180
inverters: 14 / 52.6
flip-flops and latches: 80 / 2010
repair buffers: 40 / 388
multi-input cells: 329 / 2110
fillers: 974 / 5440
clock inverters: 3 / 18.8
-- metal layers --
metal,part of all wire,GRT usage
met1,0.50,0.286
met2,0.42,0.250
met3,0.055,0.0334
met4,0.020,0.0298
met5,0,0
-- state kept, by name (all words and copies together), names as in the netlist --
register and cells:
SevenSegment.clkCounter 25, SevenSegment.SLWCLK 1, SevenSegment.AN 8, SevenSegment.CA 7, SevenSegment.counter 6, Value 32
countdownComplete 1
-- power by group --
group,internal [mW],total [mW],switching (mW),leakage (nW)
combinational,0.0301,0.0598,0.0298,0.917
clock,0.158,0.281,0.123,0.105
sequential,0.361,0.383,0.0214,0.734
-- kinds of logic after synthesis --
logic type / after synthesis / synth area share
and+or+nand+nor: 183 / 0.221
AOI/OAI and AO/OA: 88 / 0.144
DFF: 80 / 0.468
xor gates and xnor gates: 45 / 0.0918
buffers and inverters: 38 / 0.0396
adders and majority gates: 11 / 0.0320
other: 1 / 0.000873
muxes: 1 / 0.00262
-- final timing paths --
path | endpoint | cells after the start
hold reg to reg | SevenSegment.clkCounter[0]$_SDFF_PN0_ | 1
setup reg to reg | Value[6]$_DFFE_PP_ | 6
setup / recovery | Value[6]$_DFFE_PP_ | 6
hold / removal | SevenSegment.clkCounter[0]$_SDFF_PN0_ | 1
-- through the flow --
| step | instances | hold WS, ps | setup slack, ps | area [sq um] |
|---|---|---|---|---|
| floorplan | 447 | 413 | 4030 | 4300 |
| detailed placement | 599 | 430 | 4420 | 4740 |
| global route | 615 | 466 | 4530 | 4930 |
| finish | 615 | 445 | 4610 | 4930 |
| CTS | 615 | 447 | 4630 | 4930 |
| global placement | 599 | 421 | 4440 | 4740 |
-- cells in the final DEF, fill, tap and decap left out, types with 3 or more instances in the layout --
master / count
sky130_fd_sc_hd__xor2_1: 18
sky130_fd_sc_hd__nor3b_1: 3
sky130_fd_sc_hd__and3_1: 6
sky130_fd_sc_hd__a22o_1: 4
sky130_fd_sc_hd__o21ai_1: 3
sky130_fd_sc_hd__clkdlybuf4s50_1: 35
sky130_fd_sc_hd__a21oi_1: 14
sky130_fd_sc_hd__nor2_1: 34
sky130_fd_sc_hd__a211oi_1: 4
sky130_fd_sc_hd__nand3_1: 22
sky130_fd_sc_hd__a21o_1: 5
sky130_fd_sc_hd__nor4_1: 7
sky130_fd_sc_hd__nand4_1: 6
sky130_fd_sc_hd__inv_1: 14
sky130_fd_sc_hd__edfxtp_1: 41
sky130_fd_sc_hd__nand2_1: 54
sky130_fd_sc_hd__or3_1: 7
sky130_fd_sc_hd__xnor2_1: 27
sky130_fd_sc_hd__clkbuf_8: 11
sky130_fd_sc_hd__nor3_1: 19
sky130_fd_sc_hd__a22oi_1: 7
sky130_fd_sc_hd__dfxtp_1: 39
sky130_fd_sc_hd__or4_1: 7
sky130_fd_sc_hd__a2bb2oi_1: 3
sky130_fd_sc_hd__o31ai_1: 18
sky130_fd_sc_hd__ha_1: 11
sky130_fd_sc_hd__buf_4: 5
sky130_fd_sc_hd__a222oi_1: 4
sky130_fd_sc_hd__o21ai_0: 13
-- critical path, delay by kind of cell (launching register included) --
| kind | cells | cell delay (ps) |
|---|---|---|
| AOI/OAI and AO/OA | 2 | 260 |
| DFF | 1 | 450 |
| and+or+nand+nor | 4 | 1940 |
Power and IR drop assume default switching activity.
