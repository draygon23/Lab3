--- flow/design.v ---
`timescale 1ns / 1ps
module ALU(
        input CLK,
        input [7:0] A,
        input [7:0] B,
        input [2:0] CTL,
        output reg [7:0] result,
        output reg zeroFlag,
        output reg negativeFlag
    );
    initial begin
        result <= 0;
    end
    always@(posedge CLK) begin
        case(CTL)
        0: result = A + B;
        1: result = A - B;
        2: result = ~A;
        3: result = A << B;
        4: result = A >> B;
        5: result = A & B;
        6: result = A | B;
        7: result = A;
        endcase
        if(result == 0) begin
            zeroFlag <= 1;
        end
        else begin
            zeroFlag <= 0;
        end
        negativeFlag = result[7];
    end
endmodule
--- flow/run.sh ---
#!/bin/bash
# OpenROAD 26Q1-2900-gdf79404cd8, Yosys 0.63+post, stock flow scripts
make -C /OpenROAD-flow-scripts/flow DESIGN_CONFIG=/design/flow/config.mk WORK_HOME=/design/flow/orfs finish
--- flow/constraint.sdc ---
current_design ALU

set clk_period 8.2
set clk_io_pct 0.2

create_clock -name clk0 -period $clk_period [get_ports {CLK}]

set non_clock_inputs [all_inputs -no_clocks]
set_input_delay [expr $clk_period * $clk_io_pct] -clock clk0 $non_clock_inputs
set_output_delay [expr $clk_period * $clk_io_pct] -clock clk0 [all_outputs]
--- flow/config.mk ---
export PLATFORM = sky130hd
export DESIGN_NAME = ALU
export DESIGN_NICKNAME = ALU
export VERILOG_FILES = /design/flow/design.v
export SDC_FILE = /design/flow/constraint.sdc
export NUM_CORES = 4
export LEC_CHECK = 1
export CORE_AREA = 10 10 109 109
export DIE_AREA = 0 0 119 119
==> reports/qor.csv <==
stage,metric,value,unit
detailed_routing,total routed wirelength,5.59,mm
synthesis,"EDFF count, synth",0,
synthesis,ys flop type,dfxtp_1,
layout,layout cells sized above 1,10.7,%
timing,minimum clock period,4700,ps
synthesis,Synth top cells by count,"a21oi_1 (18), nor2_1 (15), nand2_1 (13), inv_1 (12)",
outcome,status,finished clean,
synthesis,Synth Area per Inst,7.85,um2
hold_path,worst hold-check path type,in2reg,
timing,setup TNS,0,ps
worst_setup_path,CP arrival,4850,ps
timing,Max Fclk,213,MHz
timing,"Slew Viols, Final",0,
synthesis,synthesized area,1770,um2
timing,"Hold Vio Cnt, Final",0,
layout,area delta synth->final,23.6,%
cts,Max Root-Sink Buffers,2,
timing,max_slew headroom,43.0,%
synthesis,synth warn,1,
detailed_routing,via/cell ratio,4.73,
placed_design,HPWL Detailed,4.42,mm
detailed_routing,drt drc,0,
cts,Num CTS Buffers,3,
grt,first-pass GRT wire length,9.25,mm
synthesis,YS chip area,1770,um2
placed_design,placed insts,373,
cts,Post-CTS Repair Setup Buffers,0,
floorplan,die area,14200,um2
detailed_routing,per-cell routed wire length,14.8,um
timing,cycle use final,57.4,%
synthesis,post-synthesis cell type count,63,
cts,htree depth,1,
layout,fillers,1068,
cts,CTS tree,built,
layout,"Non-Filler Cell Area, Final",2190,um2
timing,WHS,2400,ps
worst_setup_path,kind of critical path,in2reg,
hold_path,hold path start,A[0],
synthesis,Synthesized registers,10,
cts,root buffer cell,clkbuf_8,
flow_run,Max Cap Viol,0,
detailed_routing,Detailed Routing Iterations Pass 1,4,
synthesis,"top cells by area, synth","dfxtp_1 (11%), ha_1 (7.1%), a21oi_1 (5.1%), mux4_2 (5.1%), mux2i_1 (4.5%)",
worst_setup_path,maximum fanout along the worst path,21,
detailed_routing,Vias,1785,
grt,initial antenna violation count,0,
synthesis,"count leader, synth",a21oi_1,
synthesis,"area leader, netlist",dfxtp_1,
grt,vias in the first global route,1735,
layout,Non-Filler Instances,377,
worst_setup_path,Worst setup EP type,flip-flop,
detailed_routing,Initial DRC Count,143,
worst_setup_path,Critical Path RT,8350,ps
synthesis,Async SR Flop Fraction,0,%
grt,largest net degree at the start of global routing,25,
cts,Hold Buf Count CTS,0,
floorplan,Rows,36,
grt,GRT Total Usage,7.79,%
floorplan,Die X-Extent,119,um
placed_design,routability cong.,0.923,
floorplan,Die Span Y,119,um
synthesis,Max-area cell share,11.3,%
timing,endpoints failing setup,0,
cts,CTS resizes,0,
cts,Clock Pin Slew Worst Setup and Hold Paths,50,ps
synthesis,post-synthesis sequential area ratio,11.3,%
synthesis,Mapped Cells,226,
grt,gr ovfl total,0,
synthesis,yosys cell count,226,
worst_setup_path,CP Launch Type,input port,
floorplan,floorplan core density,18.4,%
placed_design,Placed Instance Area,2140,um2
floorplan,io pins,30,
detailed_routing,ant diodes,0,
timing,Worst Tran Pin Value,848,ps
power,maximum vdd drop,0.0000682,V
cts,CTS sink cnt,10,
timing,RSZ-0062 raised after global routing,false,
floorplan,total core area,9640,um2
hold_path,worst hold path endpoint,result[0],
power,Pwr per Cell Area,108,nW/um2
power,total leakage power,0.775,nW
placed_design,Port Buf Inserts,29,
flow_run,OpenROAD warnings,27,
detailed_routing,Routed Antenna Nets,0,
hold_path,worst hold path depth,5,
-- worst max-delay path by stage --
stage / slack [ps] / start / to / cells after the start
after CTS: 3520 / CTL[0] / zeroFlag / 10
after global routing: 3190 / CTL[0] / zeroFlag / 10
final: 3500 / CTL[0] / zeroFlag / 10
-- cells by family after synthesis --
| group | after synthesis | synth area share (%) |
|---|---|---|
| AND-OR/OR-AND | 67 | 27.6 |
| multiplexers | 16 | 12.1 |
| AND/OR/NAND/NOR | 82 | 26.7 |
| XOR/XNOR | 10 | 4.94 |
| adder cells (fa/ha/maj) | 11 | 8.18 |
| buffers and inverters | 30 | 9.10 |
| flip-flops | 10 | 11.3 |
-- cells in the final DEF, fill, tap and decap left out, drive strengths merged, types with 3 or more instances in the layout --
cell type / n
clkdlybuf4s50: 29
a21oi: 18
nor2: 15
nand2: 13
inv: 12
ha: 10
dfxtp: 10
xnor2: 9
nand3: 9
mux2i: 8
nor3: 7
a211oi: 7
o21ai: 6
nand4: 5
o22ai: 5
nor2b: 5
mux2: 4
mux4: 4
nand2b: 4
a31oi: 4
or3: 4
o31ai: 4
clkbuf: 4
a2111oi: 4
o21bai: 3
buf: 3
and3: 3
o221ai: 3
-- layout make-up --
| type | instances | area [um2] | share of cell area [%] |
|---|---|---|---|
| inverter | 12 | 45.0 | 2.05 |
| sequential | 10 | 200 | 9.13 |
| tap | 133 | 166 | 7.59 |
| clock buffer | 4 | 55.1 | 2.51 |
| multi-input combinational | 186 | 1410 | 64.4 |
| timing repair buffer | 32 | 313 | 14.3 |
-- per-stage QoR --
step	setup slack (ps)	utilization [%]	power [W]
global placement	3350	22.2	0.000178
global route	3190	22.7	0.000255
detailed placement	3280	22.2	0.000178
floorplan	4240	-	0.000135
CTS	3520	22.7	0.000239
finish	3500	22.7	0.000236
-- routing by layer --
| metal | share of wire [%] | up-vias | GRT usage (%) |
|---|---|---|---|
| met5 | 0 | - | 0 |
| met4 | 2.3 | 0 | 1.91 |
| met3 | 6.3 | 6 | 1.15 |
| met2 | 49 | 72 | 12.8 |
| met1 | 43 | 815 | 10.5 |
| li1 | - | 892 | - |
-- power by group --
part | switching, W | leakage [nW] | internal [W]
sequential | 0.00000146 | 0.0838 | 0.0000554
clock | 0.0000172 | 0.0288 | 0.0000420
combinational | 0.0000623 | 0.663 | 0.0000579
-- registers in the layout, summed over array words and instances (netlist names) --
signal / flops
negativeFlag: 1
result: 8
zeroFlag: 1
-- critical path, cell delays in order --
cell,delay [ps]
clkdlybuf4s50_1,880
nor3b_2,540
mux2i_1,340
ha_1,280
nand2b_1,90
a21oi_1,100
or4_1,470
a21oi_1,220
o221ai_2,120
nor4_2,150
No activity file was given, so power comes from the tool's default toggle rates.
